===== flow/run.sh =====
#!/bin/bash
# OpenROAD 26Q1-2900-gdf79404cd8, Yosys 0.63+post, stock flow scripts
make -C /OpenROAD-flow-scripts/flow DESIGN_CONFIG=/design/flow/config.mk WORK_HOME=/design/flow/orfs finish

===== flow/config.mk =====
export PLATFORM = sky130hd
export DESIGN_NAME = vga_driver
export DESIGN_NICKNAME = vga_driver
export VERILOG_FILES = /design/flow/design.v
export SDC_FILE = /design/flow/constraint.sdc
export NUM_CORES = 4
export LEC_CHECK = 1
export CORE_UTILIZATION = 40

===== flow/constraint.sdc =====
current_design vga_driver

set clk_period 5.7
set clk_io_pct 0.2

create_clock -name clk0 -period $clk_period [get_ports {clk_25m}]

set non_clock_inputs [all_inputs -no_clocks]
set_input_delay [expr $clk_period * $clk_io_pct] -clock clk0 $non_clock_inputs
set_output_delay [expr $clk_period * $clk_io_pct] -clock clk0 [all_outputs]

===== flow/design.v =====
`timescale 1ns/1ns
module vga_driver
(
						input    		 clk_25m,       
						input    		 rst_n,
						input   [23:0]  vga_data,
						output			 vga_dclk,   	 
						output			 vga_blank,		 
						output			 vga_sync,		 
						output			 vga_hs,	    	 
						output			 vga_vs,	    	 
						output			 vga_en,			 
						output  [23:0]	 vga_rgb,		 
						output			 vga_request,	 
						output  [11:0]  vga_xpos,		 
						output  [11:0]	 vga_ypos       
);
reg [11:0] hcnt; 
always @ (posedge clk_25m or negedge rst_n)
begin
	if (!rst_n)
		hcnt <= 12'd0;
	else
		begin
        if(hcnt < 12'd1040 - 1'b1)		 
            hcnt <= hcnt + 1'b1;
        else
            hcnt <= 12'd0;
		end
end 
assign	vga_hs = (hcnt <= 12'd120 - 1'b1) ? 1'b0 : 1'b1;
reg [11:0] vcnt;
always@(posedge clk_25m or negedge rst_n)
begin
	if (!rst_n)
		vcnt <= 12'b0;
	else if(hcnt == 12'd1040 - 1'b1)		 
		begin
		if(vcnt < 12'd666 - 1'b1)		 
			vcnt <= vcnt + 1'b1;
		else
			vcnt <= 12'd0;
		end
end
assign	vga_vs = (vcnt <= 12'd6 - 1'b1) ? 1'b0 : 1'b1;
assign	vga_dclk = ~clk_25m;
assign	vga_blank = vga_hs & vga_vs;		
assign	vga_sync = 1'b0;
assign	vga_en		=	(hcnt >= 12'd120 + 12'd64  && hcnt < 12'd120 + 12'd64 + 12'd800) && (vcnt >= 12'd6 + 12'd23  && vcnt < 12'd6 + 12'd23 + 12'd600) ? 1'b1 : 1'b0;
assign	vga_rgb 	= 	vga_en ? vga_data : 24'h000000;	 
localparam	H_AHEAD = 	12'd1;
assign	vga_request	=	(hcnt >= 12'd120 + 12'd64 - H_AHEAD && hcnt < 12'd120 + 12'd64 + 12'd800 - H_AHEAD) && (vcnt >= 12'd6 + 12'd23 && vcnt < 12'd6 + 12'd23 + 12'd600)  ? 1'b1 : 1'b0;
assign	vga_xpos	= 	vga_request ? (hcnt - (12'd120 + 12'd64 - H_AHEAD)) : 12'd0;
assign	vga_ypos	= 	vga_request ? (vcnt - (12'd6 + 12'd23)) : 12'd0;
endmodule

==> job_summary.md <==
## PnR job results

| Metric | Value |
|---|---|
| Status | `completed` |
| Setup CP Type | `clock port to output pin` |
| Vias | `1,969` |
| FF+latch area | `601 sq um` |
| Clock Pin Slew Worst Setup and Hold Paths | `90 ps` |
| GRT overflow | `0` |
| Worst setup path start | `clk_25m` |
| Synth flops | `24` |
| Setup_tns | `0 ps` |
| CTS tree | `built` |
| Initial antenna violation count | `0` |
| Global routing's busiest layer | `met2` |
| Final Non-Filler Cells | `392` |
| Placed cell count | `388` |
| PostCTS Resize Cnt | `0` |
| Longest Clk Path Bufs | `2` |
| Critical R2R Launch | `hcnt[7]$_DFF_PN0_` |
| Leak pwr | `0.00119 uW` |
| Setup Viol. Count Final | `0` |
| Skew final | `about 3.7 ps` |
| Fp util | `0.427` |
| Logic area | `0.00132 sq mm` |
| Cells after Synth | `259` |
| Die H | `73.9 microns` |
| Global-route wire length before repair | `slightly below 8 mm` |
| Pin count of the biggest net entering global routing | `26` |
| Total CTS buffers | `3` |
| Crit path max fanout | `14` |
| IO Count | `81` |
| # port buffers | `78` |
| Routing usage on met2 | `0.292` |
| Via density | `5.02` |
| Crit path to | `vga_dclk` |
| Chip area | `0.00547 sq mm` |
| Pre-CTS setup slack | `1250 ps` |
| Total Power | `326 uW` |
| Mapped Area | `0.00207 sq mm` |
| Mean post-synth cell area | `7.99 sq um` |
| Met1 Usage GRT | `0.287` |
| Synth top area share | `0.290` |
| Post-CTS setup buffer count | `0` |
| Hold Vio Cnt, Final | `0` |
| GRT met3 Usage | `0.0316` |
| YS warnings | `1` |
| Worst setup SP type | `clock port` |
| Clk Latency, worst-skew pair | `about 270 ps` |
| Library cells used by synthesis | `~46` |
| Dominant flop cell | `dfrtp_1` |
| RSZ-0062 raised after global routing | `false` |
| Seq/Total Area, Yosys | `0.290` |
| Horiz. Die Dim | `~74 microns` |
| DR pass1 iterations | `4` |
| Max-slew violations | `0` |
| Final GP Congestion | `0.874` |
| Worst slew pin tran | `785 ps` |
| H-tree levels | `1` |
| Hold WS | `roughly 550 ps` |
| Reg2reg end | `vcnt[7]$_DFFE_PN0P_` |
| Core area | `0.00485 sq mm` |
| Top cells by area | `dfrtp_1 29%, nor2_1 9.3%, and2_1 7.9%` |
| Vias in the first global route | `1,704` |
| HP Class | `flip-flop to flip-flop` |
| Area Growth Syn to Fin | `39.1%` |
| EDFF count, synth | `0` |
| Num rows | `25` |
| Hold-fix buffers, CTS | `0` |
| Clock Root Buffer | `clkbuf_8` |
| Post-synth ARST share | `1.00` |
| Layout cell share with drive strength beyond 1 | `0.0492` |
| Crit path DRT | `4560 ps` |
| Routed Wire Length | `5.03 mm` |
| Peak VDD IR | `0.104 mV` |
| Max Cap Viol | `0` |
| # Cells Yosys | `259` |
| Final Worst Setup Slack | `933 ps` |
| Filler cells | `467` |
| Endpoint type of the worst setup path | `output pin` |
| Worst R2R Path Depth | `5` |
| ANT nets after route | `0` |
| Synthesis area per yosys | `0.00207 sq mm` |
| Wire per inst | `12.8 microns` |
| Relative slew slack | `0.477` |
| Tool warning count | `32` |
| Ant. Diodes | `0` |
| Number of DRC markers in iteration 0 | `67` |
| Reg2reg setup slack | `3530 ps` |
| Area leader, netlist | `dfrtp_1` |
| Residual DRC | `0` |
| Worst endpoint data arrival time | `about 3600 ps` |
| GRT Total Usage | `0.188` |
| Post-detail-place hpwl | `around 3.8 mm` |
| PwrDens | `113 mW/mm^2` |
registers in the layout (all words and copies together), names as in the netlist:
| name | count |
|---|---|
| vcnt | 12 |
| hcnt | 12 |
critical path: stages:
cell and delay (ps):
clkbuf_8 120, clkbuf_8 160, inv_1 60, clkdlybuf4s50_1 440
cells in the mapped netlist, types with 7 or more instances:
cell type  count
buf_2          7
nor2_1        51
and2_1        26
inv_1          9
nand3_1       10
xnor2_1       14
dfrtp_1       24
and3_1         8
nand2_1        9
buf_4          7
o21ai_0       14
xor2_1         9
a21oi_1        7
power by group:
group,internal [uW],switching [uW]
clock network,61.2,59.7
registers,172,3.31
logic,19.2,10.7
total,252,73.7
logic make-up after synthesis:
group                    after synthesis  share of synthesized area
AND/OR/NAND/NOR                      136                      0.348
AND-OR/OR-AND                         41                      0.155
buffers and inverters                 29                     0.0768
flip-flops                            24                      0.290
XOR/XNOR                              23                     0.0973
adder cells (fa/ha/maj)                5                     0.0302
other                                  1                    0.00181
per-stage QoR:
stage | util | area, sq um
6_report | 0.594 | 2880
4_1_cts | 0.594 | 2880
3_5_place_dp | 0.584 | 2830
2_1_floorplan | - | 2080
3_3_place_gp | 0.584 | 2830
5_1_grt | 0.594 | 2880
cells in the final DEF (no fill, tap or decap), types with 2 or more instances in the layout:
cell / synthesis / final
dfrtp_1: 24 / 24
conb_1: 1 / 3
o21ai_0: 14 / 14
ha_1: 5 / 5
nor2b_1: 5 / 5
and3_1: 8 / 8
inv_1: 9 / 9
or3_1: 3 / 3
nand3_1: 10 / 10
and4_1: 2 / 2
xnor2_1: 14 / 14
a21o_1: 4 / 4
clkbuf_8: 0 / 3
buf_4: 7 / 2
nor3_1: 4 / 4
a2111oi_4: 2 / 2
and2_1: 26 / 26
nor2_1: 51 / 51
clkdlybuf4s50_1: 0 / 78
nand4_1: 2 / 2
xor2_1: 9 / 9
nand2b_1: 2 / 2
o21a_1: 2 / 2
nor3b_1: 5 / 5
a22o_1: 2 / 2
a41oi_1: 2 / 2
a21oi_1: 7 / 7
nand2_1: 9 / 9
worst min path at each step:
stage | slack, ps | cells after the start | endpoint | start
after global routing | 630 | 1 | hcnt[0]$_DFF_PN0_ | hcnt[0]$_DFF_PN0_
final | 550 | 1 | hcnt[0]$_DFF_PN0_ | hcnt[0]$_DFF_PN0_
after CTS | 560 | 1 | hcnt[0]$_DFF_PN0_ | hcnt[0]$_DFF_PN0_
metal layers:
metal | vias to the layer above | wire, microns | part of all wire
met5 | - | 0 | 0
met4 | 0 | 41 | 0.0082
met3 | 4 | 391 | 0.078
met2 | 72 | 2120 | 0.42
met1 | 894 | 2480 | 0.49
li1 | 999 | - | -
area by class of cell:
class                           instances  share of cell area
Multi-Input combinational cell        208               0.458
Sequential cell                        24               0.209
Clock buffer                            4              0.0178
Inverter                                8              0.0104
Tap cell                               67              0.0291
Clock inverter                          2             0.00304
Timing Repair Buffer                   79               0.273
No activity file was given, so power comes from the tool's default toggle rates.
