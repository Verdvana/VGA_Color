==> flow/design.v <==
`timescale 1ns/1ns
module vga_display(
							input       clk_25m,
							input       rst_n,
							input  [10:0] vga_xpos,
							input  [10:0] vga_ypos,
							output reg [23:0] vga_data 
);
always@(posedge clk_25m or negedge rst_n)
begin
	if(!rst_n)
		vga_data <= 24'h0;
	else
		begin
		if	(vga_ypos >= 0 && vga_ypos < (12'd600/8)*1)
			vga_data <= 24'hff0000;
		else if(vga_ypos >= (12'd600/8)*1 && vga_ypos < (12'd600/8)*2)
			vga_data <= 24'h00ff00;
		else if(vga_ypos >= (12'd600/8)*2 && vga_ypos < (12'd600/8)*3)
			vga_data <= 24'h0000ff;
		else if(vga_ypos >= (12'd600/8)*3 && vga_ypos < (12'd600/8)*4)
			vga_data <= 24'hffffff;
		else if(vga_ypos >= (12'd600/8)*4 && vga_ypos < (12'd600/8)*5)
			vga_data <= 24'h000000;
		else if(vga_ypos >= (12'd600/8)*5 && vga_ypos < (12'd600/8)*6)
			vga_data <= 24'hffff00;
		else if(vga_ypos >= (12'd600/8)*6 && vga_ypos < (12'd600/8)*7)
			vga_data <= 24'hff00ff;
		else 
			vga_data <= 24'h00ffff;
		end
end
endmodule
==> flow/run.sh <==
#!/bin/bash
# OpenROAD 26Q1-2900-gdf79404cd8, Yosys 0.63+post, stock flow scripts
make -C /OpenROAD-flow-scripts/flow DESIGN_CONFIG=/design/flow/config.mk WORK_HOME=/design/flow/orfs finish
==> flow/config.mk <==
export PLATFORM = sky130hd
export DESIGN_NAME = vga_display
export DESIGN_NICKNAME = vga_display
export VERILOG_FILES = /design/flow/design.v
export SDC_FILE = /design/flow/constraint.sdc
export NUM_CORES = 4
export LEC_CHECK = 1
export CORE_AREA = 10 10 70 70
export DIE_AREA = 0 0 80 80
==> flow/constraint.sdc <==
current_design vga_display

set clk_period 1.0
set clk_io_pct 0.2

create_clock -name clk0 -period $clk_period [get_ports {clk_25m}]

set non_clock_inputs [all_inputs -no_clocks]
set_input_delay [expr $clk_period * $clk_io_pct] -clock clk0 $non_clock_inputs
set_output_delay [expr $clk_period * $clk_io_pct] -clock clk0 [all_outputs]
==> flow_summary.json <==
{
  "fmax_mhz": 714,
  "drive_gt1_share_pct": 66.7,
  "cts_tree": "done",
  "largest_register_ffs": 3,
  "post_synth_instance_area_um2": 509,
  "synth-edff-count": 0,
  "number_of_clock_sinks": 3,
  "wire_length_of_the_first_global_routing_pass_mm": 2.51,
  "top_cell_area_share_pct": 31.0,
  "critical_path_arrival_ns": 1.50,
  "drt_iter0_drc": 19,
  "cts.htree.levels": 1,
  "gp_congestion": 0.842,
  "clock_path_buffers": 2,
  "seq_cell_area_um2": 78.8,
  "slew_violations": 0,
  "setup.worst_path.end": "vga_data[22]",
  "grt_overflow_total": 0,
  "syn-instance-count": 63,
  "yosysCellCount": 63,
  "ys_ff": 3,
  "fp_util_pct": 14.9,
  "worst_ir_drop_vdd_v": 0.000276,
  "area_growth_syn_to_layout_pct": 76.9,
  "io_buffer_count": 36,
  "core_area_mm2": 0.00342,
  "via_density_per_instance": 4.14,
  "critical_path_required_ns": 1.10,
  "final_hold_viol_count": 0,
  "synth_cell_type_count": 31,
  "post-route-drc-count": 0,
  "failed_checks": "setup timing",
  "antenna-diode-count": 0,
  "place_ws_ns": -1.01,
  "cp_num_buf_inv": 1,
  "chip_area_mm2": 0.00640,
  "io_pins": 48,
  "power_density_mw_per_mm2": 743,
  "grt_max_degree": 11,
  "multiInputGateArea_um2": 310,
  "detailroute.via_count": 601,
  "rsz0062_at_grt": "yes",
  "leakagePower_uw": 0.000395,
  "area_leaders": "sky130_fd_sc_hd__buf_4 (31%), sky130_fd_sc_hd__dfrtp_1 (15%), sky130_fd_sc_hd__o211ai_1 (5.9%)",
  "final.fill_count": 375,
  "totalWireLength_mm": 1.77,
  "timing.slew.headroom_pct": 76.5,
  "tool_warnings": 39,
  "ant_nets": 0,
  "die_height_um": 80,
  "postSynthSeqShare_pct": 14.7,
  "grt_antenna_before_repair": 0,
  "first_global_vias": 583,
  "reg.largest.list": "vga_data (3)",
  "clock_tree.root_cell": "sky130_fd_sc_hd__clkbuf_4",
  "track_usage_pct": 4.73,
  "worstMarginPinSlew_ns": 0.353,
  "slowest_cell_delay_on_critical_path_ns": 0.47,
  "top_area_cell": "sky130_fd_sc_hd__buf_4",
  "startpoint_type": "primary input",
  "critical_path.max_fanout": 3,
  "cts.reportedPaths.clkPinSlew_ns": 0.04,
  "ys.warnings.count": 1,
  "final_min_period_over_clock_period_pct": 140,
  "drt_pass1_iterations": 4,
  "shortest_period_the_worst_path_allows_ns": 1.40,
  "setup.worst_path.class": "primary input to register",
  "slowest_stage_cell_crit_path": "sky130_fd_sc_hd__or4b_1",
  "syn-mean-instance-area_um2": 8.08,
  "post-dp-hpwl_mm": 1.33,
  "synth_top_flop_cell": "sky130_fd_sc_hd__dfrtp_1",
  "chip_width_um": 80,
  "setup_total_negative_slack_ns": -2.80,
  "setup_viol": 20,
  "fin_ws_ns": -0.400,
  "avgRoutedWirePerCell_um": 12.2,
  "rows": 21,
  "cp_top_family": "simple AND/OR/NAND/NOR gates",
  "layout.core_utilization_pct": 26.4,
  "end_kind": "register",
  "status": "finished, violations left",
  "registers.top_by_ff_count": "vga_data",
  "crit_path_cell_trace": "buf_6 > or3_4 > o311ai_4 > a211oi_2 > or4b_1",
  "yosysChipArea_um2": 509,
  "numCtsBuffers": 3,
  "hold_path.class": "primary input to asynchronous set/reset pin",
  "path_depth": 5,
  "setup.worst_path.start": "vga_ypos[2]",
  "synth_async_sr_flop_share_pct": 100,
  "drv.max_cap_violation_count": 0
}
timing repair:
action	in CTS	in global routing
hold buffers	0	0
hold endpoints to repair	0	0
pin swaps	8	5
gates resized	62	47
endpoints found under the setup margin	27	26
setup buffers	2	4
per-stage QoR:
step	cell area [um2]	hold slack [ns]	std cells	total power (uW)
after floorplan	509	-0.0956	63	274
after global placement	860	0.390	135	445
after detailed placement	860	0.391	135	447
after CTS	912	0.139	141	680
after global routing	901	0.129	145	738
final	901	0.144	145	669
synth_stat cells (2+ instances only):
cell type / count
sky130_fd_sc_hd__clkbuf_1: 2
sky130_fd_sc_hd__o211ai_1: 4
sky130_fd_sc_hd__o21ai_0: 2
sky130_fd_sc_hd__nor2_1: 2
sky130_fd_sc_hd__dfrtp_1: 3
sky130_fd_sc_hd__a21o_2: 2
sky130_fd_sc_hd__nor3b_1: 2
sky130_fd_sc_hd__nand2_1: 2
sky130_fd_sc_hd__a21oi_1: 2
sky130_fd_sc_hd__buf_4: 21
power by group:
part | internal (uW) | switching (uW)
logic | 193 | 116
clock network | 150 | 67.9
registers | 133 | 9.79
total | 475 | 194
layout by cell type (no fill, tap or decap), types with 2 or more instances in the layout:
master	synthesis	final
sky130_fd_sc_hd__dlygate4sd2_1	0	5
sky130_fd_sc_hd__nor2_1	2	2
sky130_fd_sc_hd__buf_2	0	3
sky130_fd_sc_hd__nor3b_1	2	2
sky130_fd_sc_hd__a21o_2	2	2
sky130_fd_sc_hd__o211ai_1	4	4
sky130_fd_sc_hd__a21oi_1	2	2
sky130_fd_sc_hd__buf_6	0	14
sky130_fd_sc_hd__nand2_1	2	2
sky130_fd_sc_hd__clkbuf_2	0	18
sky130_fd_sc_hd__clkbuf_4	0	3
sky130_fd_sc_hd__or3_4	1	2
sky130_fd_sc_hd__buf_4	21	13
sky130_fd_sc_hd__dfrtp_2	0	3
layout make-up:
type / instances / area share [%]
clock buffer: 4 / 2.92
timing repair buffer: 55 / 47.1
sequential: 3 / 8.75
multi-input combinational: 36 / 34.4
tap: 46 / 6.39
inverter: 1 / 0.417
routing by layer:
metal	up-vias	global-route usage (%)	routed length (um)	part of all wire (%)
met5	-	0	0	0
met3	2	3.41	244	14
met2	35	7.38	672	38
met4	0	0.352	7	0.40
met1	276	5.33	843	48
li1	288	-	-	-
how the worst min path moves through the flow:
stage,endpoint,slack [ns],cells past startpoint
6_report,vga_data[7],0.14,1
5_1_grt,vga_data[7],0.13,1
4_1_cts,vga_data[22],0.14,1
logic make-up (layout without fill, tap and decap cells):
family	after synthesis	after routing	share of synthesized area, %
AND-OR/OR-AND	20	20	31.5
buffers and inverters	24	60	33.2
flip-flops	3	3	14.7
AND/OR/NAND/NOR	16	16	20.6
Power and IR drop assume default switching activity.
